===== ./design.v =====
`timescale 1ns/1ps
module btm (
  a,
  b,
  c
);
parameter BWOP = 32;  
parameter NAB = 1;   
input  [BWOP-1:0]                                   a;
input  [BWOP-1:0]                                   b;
output [BWOP-1:0]                                   c;
wire   [BWOP-NAB-1:0]                               a_rc;
wire   [BWOP-NAB-1:0]                               b_rc;
wire   [2*BWOP-2*NAB - 1:0]                           c_pre;
wire overflow;
rnd #(BWOP,  NAB) u0_rnd(
  .i_din                   (a),
  .o_dout                  (a_rc              )
);
rnd #(BWOP, NAB) u1_rnd(
  .i_din                   (b),
  .o_dout                  (b_rc              )
);
assign c_pre = a_rc * b_rc;
assign c = (NAB == 0) ? c_pre[BWOP-1: 0]: {c_pre[BWOP-2*NAB - 1:0], {{2*NAB}{1'b0}}};
endmodule
`timescale 1ns/1ps
module mul_ff(
 clk,
 rst,
 a,
 b,
 c
);
parameter NAB = 0;
parameter BWOP = 32;
input clk;
input rst;
input [BWOP-1:0] a;
input [BWOP-1:0] b;
output [BWOP-1:0] c;
reg [BWOP-1:0]  reg_c;
wire [BWOP-1:0]  w_c;
    btm #(BWOP, NAB) u0_ac (a, b, w_c);
always @(posedge clk or negedge rst)
begin
  if (~rst)
  begin
    reg_c <= #1 0;
  end
  else 
  begin
    reg_c <= #1 w_c;
  end
end
assign c = reg_c;
endmodule
`timescale 1ns/1ps
module rnd (
  i_din,
  o_dout
);
parameter DW_IN = 10;
parameter DW_RND = 2;
parameter DW_OUT = DW_IN-DW_RND;
input  [DW_IN-1:0]           i_din;
output [DW_OUT-1:0]          o_dout;
reg    [DW_IN-1-DW_RND:0]    w_d_rnd;
always @(i_din) 
begin
  if (i_din[DW_RND-1])
    w_d_rnd = i_din[DW_IN-1:DW_RND] + 1;
  else 
    w_d_rnd = i_din[DW_IN-1:DW_RND];
end
assign o_dout = w_d_rnd[DW_OUT-1:0];
endmodule

===== ./run.sh =====
#!/bin/bash
# OpenROAD 26Q1-2900-gdf79404cd8, Yosys 0.63+post, stock flow scripts
make -C /OpenROAD-flow-scripts/flow DESIGN_CONFIG=/design/flow/config.mk WORK_HOME=/design/flow/orfs finish

===== ./config.mk =====
export PLATFORM = sky130hd
export DESIGN_NAME = mul_ff
export DESIGN_NICKNAME = mul_ff
export VERILOG_FILES = /design/flow/design.v
export SDC_FILE = /design/flow/constraint.sdc
export NUM_CORES = 4
export LEC_CHECK = 1
export CORE_UTILIZATION = 40

===== ./constraint.sdc =====
current_design mul_ff

set clk_period 1.0
set clk_io_pct 0.2

create_clock -name clk0 -period $clk_period [get_ports {clk}]

set non_clock_inputs [all_inputs -no_clocks]
set_input_delay [expr $clk_period * $clk_io_pct] -clock clk0 $non_clock_inputs
set_output_delay [expr $clk_period * $clk_io_pct] -clock clk0 [all_outputs]

==> GITHUB_STEP_SUMMARY <==
## PnR job results

| Metric | Value |
|---|---|
| Largest Register | `reg_c` |
| Most frequent cells in the layout | `fa_1 (360), inv_1 (321), and2_1 (312)` |
| RePlAce Congestion | `0.912` |
| Clock tree buffer depth | `2` |
| Routed Antenna Nets | `0` |
| Final core utilization | `0.552` |
| Cycle use final | `6.12` |
| Critical Path End Type | `flop` |
| Max cap viols | `0` |
| Fill cell count | `3345` |
| Hold slack | `-0.151 ns` |
| Synth cell types | `41` |
| GRT overflow | `0` |
| CTS Root Cell | `clkbuf_16` |
| Post-route DRC violation count | `0` |
| TritonCTS clock tree | `yes` |
| Status | `finished with violations` |
| CP max-delay cell | `fa_2` |
| # diodes | `0` |
| Placed Cells incl. Taps | `2505` |
| Crit path DRT | `1.19 ns` |
| Per-cell routed wire length | `18.9 µm` |
| Syn Inst Count | `1736` |
| Slew @ Worst Pin | `0.464 ns` |
| CTS buffer count | `5` |
| Yosys stat chip area | `0.0166 mm²` |
| Ys cells | `1736` |
| Clock transition at the registers of the reported paths | `0.06 ns` |
| HP Class | `in -> async` |
| WL final | `49.1 mm` |
| Crit start category | `input port` |
| Tool warnings | `30` |
| Largest net degree at the start of global routing | `33` |
| Initial antenna violation count | `0` |
| CP max stage delay | `0.57 ns` |
| Share of cells above drive strength 1 | `0.311` |
| Die height | `205 µm` |
| Crit path time final | `6.12 ns` |
| Critical path data arrival time | `6.31 ns` |
| Max-slew headroom | `0.687` |
| Final Hold Vio Count | `32` |
| Chip Width | `205 µm` |
| Top Ports | `98` |
| Most numerous logic cell after layout | `fa_1` |
| Total GRT Usage | `0.266` |
| DP Area | `0.0204 mm²` |
| Max Clk Rate | `163 MHz` |
| Setup WS post-layout | `-5.12 ns` |
| Initial Util | `0.405` |
| Chip footprint | `0.0422 mm²` |
| Post-Syn Area per Cell | `9.54 µm²` |
| Cell mode on critical path | `fa_1` |
| H-tree depth | `2` |
| Post-DR vias/cell | `4.83` |
| Worst-path cell chain | `buf_6 > buf_12 > and2_1 > fa_2 > fa_2 > fa_1 > inv_2 > fa_1 > inv_1 > fa_1 > fa_1 > fa_1 > fa_1 > ha_4 > a21oi_2 > o21bai_1 > a211oi_2 > nor2_1 > a21oi_2 > o311ai_4 > buf_6 > a221oi_2 > xnor2_1` |
| Fin cells | `2603` |
| Number of global-route vias before repair | `14000` |
| Initial DRC Count | `478` |
| Design area | `0.0225 mm²` |
| Largest regs | `reg_c x32` |
| Yosys warnings | `3` |
| Clk sink count | `32` |
| Failing checks | `hold timing, setup timing` |
| Seq/Total Area, Yosys | `0.0484` |
| Vias after detailed routing | `12600` |
| Post-Place Worst Slack | `-6.03 ns` |
| Final setup fails | `31` |
| RSZ-0062 raised after global routing | `yes` |
| Syn-to-layout area delta | `36.2%` |
| Post-Syn Area | `0.0166 mm²` |
| Setup CP Type | `in -> reg` |
| Port buffer count | `97` |
| Num rows | `74` |
| Crit path max fanout | `5` |
| Max reg flops | `32` |
| Global-route wire length before repair | `78.7 mm` |
| Yosys reg bits | `32` |
| Final slew viol count | `0` |
| Drt first pass iters | `4` |
| Placeable Area | `0.0408 mm²` |
| Final HPWL DP | `37.8 mm` |
-- logic make-up (layout without fill, tap and decap cells) --
kind of cell	after synthesis	in the layout	synth area share
compound gates	79	79	0.0351
xor+xnor	82	82	0.0434
fa+ha+maj	531	531	0.586
buf+inv	444	779	0.101
flops	32	32	0.0484
simple gates	568	568	0.186
-- how the worst max path moves through the flow --
stage | cells after the start | endpoint | start | slack, ns
finish | 23 | reg_c[30]$_DFF_PN0_ | b[5] | -5.12
global route | 23 | reg_c[30]$_DFF_PN0_ | a[16] | -5.31
CTS | 24 | reg_c[31]$_DFF_PN0_ | a[11] | -5.10
-- metrics by stage --
step / setup TNS [ns] / hold WS (ns)
final: -123.83 / -0.151
after global routing: -128.52 / -0.139
after CTS: -123.65 / -0.150
after detailed placement: -147.99 / 0.181
after global placement: -147.64 / 0.181
after floorplan: -119.36 / -0.0956
-- cells in the mapped netlist, drive strengths merged --
master | instances | share of area
fa | 408 | 0.49
and2 | 367 | 0.14
inv | 364 | 0.083
nand2 | 170 | 0.039
ha | 123 | 0.093
clkbuf | 80 | 0.018
xnor2 | 65 | 0.034
dfrtp | 32 | 0.048
a21oi | 23 | 0.0072
nor2 | 18 | 0.0041
o21ai | 17 | 0.0056
xor2 | 17 | 0.0090
a21o | 8 | 0.0037
a211oi | 7 | 0.0035
o21a | 4 | 0.0018
o21bai | 4 | 0.0018
nand4 | 3 | 0.0011
o211ai | 3 | 0.0017
o311ai | 3 | 0.0037
nand2b | 2 | 0.00076
nor2b | 2 | 0.00076
nor3 | 2 | 0.00060
o31ai | 2 | 0.00091
o41a | 2 | 0.0020
a2111o | 1 | 0.00068
a2111oi | 1 | 0.00053
a221oi | 1 | 0.00053
a31oi | 1 | 0.00038
a32oi | 1 | 0.00053
and4 | 1 | 0.00053
nand3 | 1 | 0.00030
nand3b | 1 | 0.00045
o31a | 1 | 0.00053
or2 | 1 | 0.00038
-- cell type report --
type,count,area [µm²],share of cell area
clock buffers,6,129,0.00572
multi-input cells,1260,15300,0.677
well taps,532,666,0.0295
clock inverters,2,35.0,0.00155
repair buffers,407,4290,0.190
flip-flops and latches,32,801,0.0355
inverters,364,1370,0.0606
-- timing repair --
action / CTS / global route
pin swaps: 208 / 82
hold endpoints to repair: 32 / 32
gates resized: 549 / 79
setup buffers: 65 / 13
setup endpoints to repair: 64 / 46
cloned: 20 / 1
-- critical path, delay by kind of cell --
kind,cells,cell delay (ns)
simple gates,2,0.24
compound gates,6,1.00
buf+inv,5,0.55
xor+xnor,1,0.10
fa+ha+maj,9,4.22
-- layer usage --
| metal | track usage | wire [µm] | vias to the layer above |
|---|---|---|---|
| met4 | 0.0693 | 1740 | 0 |
| met5 | 0 | 0 | - |
| met1 | 0.357 | 18500 | 6375 |
| li1 | - | - | 5707 |
| met3 | 0.0924 | 4760 | 78 |
| met2 | 0.425 | 24100 | 414 |
