$ cat ./design.v
module mux_module (d_internal, d_internal__acc, d_internal__apx, acc__sel); 
parameter DATA_PATH_BITWIDTH= 16; 
input [(DATA_PATH_BITWIDTH -8 + DATA_PATH_BITWIDTH - 8) - 1 -11: 0] d_internal__apx;
input [(DATA_PATH_BITWIDTH + DATA_PATH_BITWIDTH) - 1 -11: 0] d_internal__acc;
input acc__sel; 
output [(DATA_PATH_BITWIDTH + DATA_PATH_BITWIDTH) - 1 -11: 0] d_internal;
assign d_internal [(DATA_PATH_BITWIDTH + DATA_PATH_BITWIDTH) - 1 - 11 : 16] = acc__sel ? d_internal__acc[(DATA_PATH_BITWIDTH + DATA_PATH_BITWIDTH) - 1 - 11: 16] : d_internal__apx;
assign  d_internal[15: 0] = acc__sel ? d_internal__acc[15: 0]:{(16){1'b0}};
endmodule
module conf_int_mul__noFF__arch_agnos__apx ( clk, racc, rapx, a, b, d);
   parameter OP_BITWIDTH = 16; 
   parameter DATA_PATH_BITWIDTH = 24;
   input clk;
   input racc;
   input rapx;
   input [DATA_PATH_BITWIDTH -1: 0] a;
   input [DATA_PATH_BITWIDTH -1 - 11: 0] b;
   output [(DATA_PATH_BITWIDTH - 8+ DATA_PATH_BITWIDTH - 8) - 1 - 11 : 0] d;
   assign d = $signed(a[25:8]) * $signed(b[14:8]);
endmodule
module conf_int_mul__noFF__arch_agnos__w_wrapper__apx (A_in_to_wrapper, B_in_to_wrapper, state_in_to_wrapper, rstP, clk, racc,rapx, P, count0, state_out_of_wrapper, d_internal__acc, acc__sel, A_out, B_out);
   parameter OP_BITWIDTH = 16;  
   parameter DATA_PATH_BITWIDTH = 24;  
   input [DATA_PATH_BITWIDTH -1: 0] A_in_to_wrapper;
   input [DATA_PATH_BITWIDTH -1 - 11: 0] B_in_to_wrapper;
   input [8:0] count0;
   input [2:0] state_in_to_wrapper;      
   output [2:0] state_out_of_wrapper;      
   input acc__sel;
   input [(DATA_PATH_BITWIDTH + DATA_PATH_BITWIDTH) - 1 -11:0] d_internal__acc;
   input rstP; 
   input clk;
   input racc;  
   input rapx;  
   output [31:0] P; 
   output [DATA_PATH_BITWIDTH -1: 0] A_out;
   output [DATA_PATH_BITWIDTH -1 - 11: 0] B_out;
   wire [DATA_PATH_BITWIDTH -1: 0] A_in;
   wire [DATA_PATH_BITWIDTH -1 -11: 0] B_in;
   wire [(DATA_PATH_BITWIDTH -8 + DATA_PATH_BITWIDTH - 8) - 1 -11: 0] d_internal__apx;
   wire [(DATA_PATH_BITWIDTH + DATA_PATH_BITWIDTH) - 1 -11: 0] d_internal;
   wire [DATA_PATH_BITWIDTH -1 : 0] A_in_to_multiply;
   wire [DATA_PATH_BITWIDTH -1 - 11 : 0] B_in_to_multiply;
   reg [DATA_PATH_BITWIDTH -1 : 0] a_reg;
   reg [DATA_PATH_BITWIDTH -1 -11: 0] b_reg;
   reg [31: 0] P_tmp;
   reg [31: 0] c_reg;  
   reg [2:0] state;      
   assign A_in = a_reg;
   assign B_in = b_reg;
   assign A_in_to_multiply =  A_in;
   assign B_in_to_multiply =  B_in;
   assign P = c_reg;
   assign A_out = A_in_to_multiply;
   assign B_out = B_in_to_multiply;
   conf_int_mul__noFF__arch_agnos__apx #(OP_BITWIDTH, DATA_PATH_BITWIDTH) mul__inst(.clk(clk), .racc(racc), .rapx(rapx), .a(A_in_to_multiply), .b(B_in_to_multiply), .d(d_internal__apx));
   mux_module #(DATA_PATH_BITWIDTH) my_mux(d_internal, d_internal__acc, d_internal__apx, acc__sel);
   assign state_out_of_wrapper = state;
   always@(posedge clk or posedge racc)
   begin 
       if (racc == 1'b1)begin
           state <= 0;
       end
       else begin
          state <= state_in_to_wrapper; 
       end
   end
   always@(posedge clk or posedge racc)
   begin
       if (racc == 1'b1)begin
           a_reg <= 0;
           b_reg <= 0;
       end
       else begin 
           if ((state == 3'b001 && count0 == 9'd63) || (state == 3'b010)) begin
               if (rapx == 1'b1 && ~(racc)) begin  
                   a_reg[DATA_PATH_BITWIDTH - 1 :0] <= ({A_in_to_wrapper[DATA_PATH_BITWIDTH - 1 -8:0], 8'b0});
                   b_reg[DATA_PATH_BITWIDTH -1 - 11: DATA_PATH_BITWIDTH - OP_BITWIDTH] <= B_in_to_wrapper[DATA_PATH_BITWIDTH -1 -11: DATA_PATH_BITWIDTH - OP_BITWIDTH  -1];
                   b_reg[DATA_PATH_BITWIDTH - OP_BITWIDTH -1 :0] <= 0;
               end
               else begin
                   a_reg[DATA_PATH_BITWIDTH -1 :0] <= {A_in_to_wrapper[DATA_PATH_BITWIDTH - 1 - 8:0], 8'b0};
                   b_reg[DATA_PATH_BITWIDTH -1 -11 :0] <= {B_in_to_wrapper[DATA_PATH_BITWIDTH -1 -11:0], 1'b0};
               end       
           end
           else if ((state == 3'b011) || (state == 3'b100))begin
               if (rapx == 1'b1 && ~(racc))begin  
                   a_reg[DATA_PATH_BITWIDTH -1: DATA_PATH_BITWIDTH - OP_BITWIDTH] <= A_in_to_wrapper[DATA_PATH_BITWIDTH -1 : DATA_PATH_BITWIDTH - OP_BITWIDTH];
                   a_reg[DATA_PATH_BITWIDTH - OP_BITWIDTH -1 :0] <=  0; 
                   b_reg[DATA_PATH_BITWIDTH -1 - 11: DATA_PATH_BITWIDTH - OP_BITWIDTH] <= B_in_to_wrapper[DATA_PATH_BITWIDTH -1 -11 : DATA_PATH_BITWIDTH - OP_BITWIDTH];
                   b_reg[DATA_PATH_BITWIDTH - OP_BITWIDTH -1 :0] <= 0; 
               end
               else begin
                   a_reg[DATA_PATH_BITWIDTH - 1 :0] <=  A_in_to_wrapper[DATA_PATH_BITWIDTH - 1: 0];
                   b_reg[DATA_PATH_BITWIDTH - 1 -11:0] <= B_in_to_wrapper[DATA_PATH_BITWIDTH - 1 -11:0];
               end
           end
       end
   end
   always@(posedge clk)
   begin
       if (rstP == 1'b1) begin
           c_reg <= 32'b0;
       end
       else if (state ==  3'b010)begin
           P_tmp[31:0] = {d_internal[25+8+1:8+1], 6'b0};  
           c_reg <= P_tmp;
       end
       else begin
           c_reg[31:0] <= d_internal[39:8];   
       end
   end
endmodule
module conf_int_mul__noFF__arch_agnos( clk, racc, rapx, a, b, d);
   parameter OP_BITWIDTH = 16; 
   parameter DATA_PATH_BITWIDTH = 24;
   input clk;
   input racc;
   input rapx;
   input [DATA_PATH_BITWIDTH -1: 0] a;
   input [DATA_PATH_BITWIDTH -1 - 11: 0] b;
   output [(DATA_PATH_BITWIDTH +  DATA_PATH_BITWIDTH ) - 1 - 11 : 0] d;
   assign d = $signed(a) * $signed(b);
endmodule
module conf_int_mul__noFF__arch_agnos__w_wrapper(A_in_to_wrapper, B_in_to_wrapper, state_in_to_wrapper, rstP, clk, racc,rapx, P, count0, state_out_of_wrapper, acc__sel);
   parameter OP_BITWIDTH = 16;  
   parameter DATA_PATH_BITWIDTH = 24;  
   input [DATA_PATH_BITWIDTH -1: 0] A_in_to_wrapper;
   input [DATA_PATH_BITWIDTH -1 - 11: 0] B_in_to_wrapper;
   input [8:0] count0;
   input [2:0] state_in_to_wrapper;      
   output [2:0] state_out_of_wrapper;      
   input acc__sel;
   wire [(DATA_PATH_BITWIDTH + DATA_PATH_BITWIDTH) - 1 -11:0] d_internal__acc;
   input rstP; 
   input clk;
   input racc;  
   input rapx;  
   output [31:0] P; 
   wire [DATA_PATH_BITWIDTH -1: 0] A_out;
   wire [DATA_PATH_BITWIDTH -1 - 11: 0] B_out;
wire [DATA_PATH_BITWIDTH:0] d__acc;
conf_int_mul__noFF__arch_agnos #(OP_BITWIDTH, DATA_PATH_BITWIDTH) mul__inst__acc(.clk(clk), .racc(racc), .rapx(rapx),.a(A_out), .b(B_out), .d(d_internal__acc));
conf_int_mul__noFF__arch_agnos__w_wrapper__apx #(OP_BITWIDTH, DATA_PATH_BITWIDTH) mul__inst__apx(A_in_to_wrapper, B_in_to_wrapper, state_in_to_wrapper, rstP, clk, racc,rapx, P, count0, state_out_of_wrapper, d_internal__acc, acc__sel, A_out, B_out);
endmodule 
$ cat ./constraint.sdc
current_design conf_int_mul__noFF__arch_agnos__w_wrapper

set clk_period 11.8
set clk_io_pct 0.2

create_clock -name clk0 -period $clk_period [get_ports {clk}]

set non_clock_inputs [all_inputs -no_clocks]
set_input_delay [expr $clk_period * $clk_io_pct] -clock clk0 $non_clock_inputs
set_output_delay [expr $clk_period * $clk_io_pct] -clock clk0 [all_outputs]
$ cat ./run.sh
#!/bin/bash
# OpenROAD 26Q1-2900-gdf79404cd8, Yosys 0.63+post, stock flow scripts
make -C /OpenROAD-flow-scripts/flow DESIGN_CONFIG=/design/flow/config.mk WORK_HOME=/design/flow/orfs finish
$ cat ./config.mk
export PLATFORM = sky130hd
export DESIGN_NAME = conf_int_mul__noFF__arch_agnos__w_wrapper
export DESIGN_NICKNAME = conf_int_mul__noFF__arch_agnos__w_wrapper
export VERILOG_FILES = /design/flow/design.v
export SDC_FILE = /design/flow/constraint.sdc
export NUM_CORES = 4
export LEC_CHECK = 1
export CORE_UTILIZATION = 30
==> results.toml <==
# physical design summary
[run_status]
outcome = "finished clean"

[finish]
layout.cell_area.non_filler_um2 = 15100
layout-drive-gt1-share_pct = 2.96
synthToLayoutAreaGrowth_pct = 13.7
fin_util_pct = 34.8
n_fill_cell = 4392
largest_register_ffs = 32

[critical_path]
crit_chain = "nand2_1, fa_1, fa_1, inv_1, fa_1, fa_1, fa_1, ha_1, ha_1, nand4_1, or3_1, o2111ai_1, nand2_1, o2111ai_2, xnor2_1, a211oi_2"
cpLargestDelayFamily = "adder cells"
critical_path.max_stage_delay_ps = 810
critical_path.endpoint_type = "register"
critical_path_startpoint_category = "register"
r2r_slack_ps = 5330
timing.critical_path.arrival_ps = 6730
rr_startpoint = "mul__inst__apx.b_reg[1]"
worst-path-max-fanout = 24
path_depth = 16
timing.critical_path.mode_cell = "sky130_fd_sc_hd__fa_1"
worst_path_class_setup = "reg2reg"
critical-path-slowest-cell = "sky130_fd_sc_hd__dfrtp_1"
cp_num_buf_inv = 1
r2r-end = "mul__inst__apx.c_reg[28]"
timing.critical_path.required_ps = 12060
r2r.worst_path.cells = 16

[global_routing]
antenna_found_initial = 0
grt_first_pass_wirelength_mm = 52.5
met2_usage_pct = 26.8
grt_use_total_pct = 15.7
use_met1_pct = 21.3
first_global_vias = 9982
globalRoute.busiestLayer = "met2"
overflow_left_after_global_routing = 0
pin_count_of_the_biggest_net_entering_global_routing = 59
global_route.usage.met3_pct = 3.33

[logic_synthesis]
async_flop_share_pct = 55.6
synth_top_cell_by_count = "sky130_fd_sc_hd__fa_1"
synth.yosys.num_cells = 1440
dominantRegCellSynth = "sky130_fd_sc_hd__dfrtp_1"
synth.ff_latch_count = 72
ys_area_um2 = 13300
number_of_instances_in_the_synthesized_netlist = 1440
yosys-top-cells-area = "sky130_fd_sc_hd__fa_1 43%, sky130_fd_sc_hd__ha_1 7.9%, sky130_fd_sc_hd__dfrtp_1 7.5%, sky130_fd_sc_hd__nand2_1 7.1%, sky130_fd_sc_hd__inv_1 7.0%"
synth.lib_cells_used.distinct = 61
syn_area_per_cell_um2 = 9.22
synthesis.area_um2 = 13300
yosysTopAreaCellShare_pct = 42.5
seq_area_frac_synth_pct = 12.4
yosys_warnings = 4
top_cell_type_by_total_area_after_synthesis = "sky130_fd_sc_hd__fa_1"
edf_count = 0
netlist_top_cells_count = "282 x sky130_fd_sc_hd__fa_1, 252 x sky130_fd_sc_hd__nand2_1, 246 x sky130_fd_sc_hd__inv_1"

[place]
post-dp-hpwl_mm = 26.7
placement.io_buffers = 88
finalWeightedCongestion = 0.862
post_dp_cell_area_um2 = 14800

[die]
core_region_area_um2 = 43400
die_area_um2 = 45100
chipWidth_um = 212
initCoreUtil_pct = 30.6
die_h_um = 212
core.rowCount = 76
pin_count = 89

[drt]
drt-pass1-iter-count = 5
final_antenna_net_count = 0
drt_drc_violations_left = 0
drt-initial-drc-count = 398
detailroute.via_count = 9603
totalWireLength_mm = 32.1
wl_per_cell_um = 15.5
antenna_cells = 0
vias_per_cell = 4.63

[sta]
max_slew.worst_pin.slew_ps = 775
report.final.hold_viol_count = 0
period_used_pct = 54.8
report.final.slew_viol_count = 0
final.setup_skew_ps = 11.8
setup_viol = 0
timing.final.crit_period_ps = 6470
timing.max_slew.rel_slack_pct = 48.2
unrepaired_setup_endpoints_after_global_routing = "false"
fin_setup_tns_ps = 0
max_freq_ghz = 0.155

[cts]
clk_pin_slew_worst_paths_ps = 60
number_of_buffers_created_by_cts = 9
cts_tree = "built"
post_cts.resized_instances = 0
postCtsSetupBuffers = 0
clock_tree.buffer_depth = 2
clk-insertion-delay-late_ps = 360
cts_root_buffer = "sky130_fd_sc_hd__clkbuf_16"
postCtsHoldBufs = 0
cts.sink_count = 72
htree_levels = 3

[worst_hold_path]
timing.hold.worst_endpoint = "mul__inst__apx.b_reg[0]"
hold_path_class = "reg2reg"
hold_start = "mul__inst__apx.b_reg[0]"
whs_path_depth = 4

[flow_run]
drv_cap = 0
log.warning_count = 25
## how the worst max path moves through the flow
stage / startpoint / to / slack [ps]
finish: mul__inst__apx.b_reg[1] / mul__inst__apx.c_reg[28] / 5330
CTS: mul__inst__apx.b_reg[1] / mul__inst__apx.c_reg[28] / 5370
global route: mul__inst__apx.b_reg[1] / mul__inst__apx.c_reg[28] / 5000
## per-layer routing
| layer | wire (µm) | vias to the layer above |
|---|---|---|
| met2 | 17100 | 217 |
| met5 | 0 | - |
| li1 | - | 4495 |
| met1 | 12900 | 4868 |
| met4 | 560 | 0 |
| met3 | 1580 | 23 |
## through the flow
step	worst slack [ps]	std cells	hold slack, ps
floorplan	6150	1440	488
global placement	5510	2057	676
detailed placement	5440	2057	678
CTS	5370	2072	690
global route	5000	2072	771
finish	5330	2072	688
## layout make-up
cell class	count	area [µm²]	area share, %
clock buffers	10	229	1.52
clock inverters	5	106	0.704
inverters	246	923	6.12
multi-input cells	1051	10500	69.4
flip-flops and latches	72	1640	10.9
well taps	585	732	4.85
repair buffers	103	993	6.58
## worst reg2reg max path: cells and delay by family (launching register included)
family / cells / cell delay, ps
AND/OR/NAND/NOR: 4 / 1060
AND-OR/OR-AND: 3 / 710
buffers and inverters: 1 / 220
adder cells (fa/ha/maj): 7 / 3480
XOR/XNOR: 1 / 110
flip-flops: 1 / 810
## cell usage in the layout (no fill, tap or decap), types with 14 or more instances in the layout
cell	Yosys	final
sky130_fd_sc_hd__a21oi_1	35	34
sky130_fd_sc_hd__and2_1	107	107
sky130_fd_sc_hd__buf_4	0	15
sky130_fd_sc_hd__clkdlybuf4s50_1	0	88
sky130_fd_sc_hd__dfrtp_1	40	40
sky130_fd_sc_hd__dfxtp_1	32	32
sky130_fd_sc_hd__fa_1	282	282
sky130_fd_sc_hd__ha_1	84	84
sky130_fd_sc_hd__inv_1	246	246
sky130_fd_sc_hd__mux2i_1	29	29
sky130_fd_sc_hd__nand2_1	252	252
sky130_fd_sc_hd__nand3_1	14	14
sky130_fd_sc_hd__nor2_1	57	57
sky130_fd_sc_hd__o21ai_0	41	41
sky130_fd_sc_hd__xnor2_1	20	20
## cell families (layout without fill, tap and decap cells)
family | count (synthesis) | in the layout | synth area share [%]
buffers and inverters | 317 | 364 | 9.00
XOR/XNOR | 31 | 31 | 2.04
multiplexers | 29 | 29 | 2.19
AND/OR/NAND/NOR | 475 | 475 | 16.6
AND-OR/OR-AND | 150 | 150 | 7.35
adder cells (fa/ha/maj) | 366 | 366 | 50.4
flip-flops | 72 | 72 | 12.4
