**flow/constraint.sdc**
```tcl
current_design config_int_add_inMux_truncation

set clk_period 14.1
set clk_io_pct 0.2

create_clock -name clk0 -period $clk_period [get_ports {clk}]

set non_clock_inputs [all_inputs -no_clocks]
set_input_delay [expr $clk_period * $clk_io_pct] -clock clk0 $non_clock_inputs
set_output_delay [expr $clk_period * $clk_io_pct] -clock clk0 [all_outputs]
```
**flow/config.mk**
```make
export PLATFORM = sky130hd
export DESIGN_NAME = config_int_add_inMux_truncation
export DESIGN_NICKNAME = config_int_add_inMux_truncation
export VERILOG_FILES = /design/flow/design.v
export SDC_FILE = /design/flow/constraint.sdc
export NUM_CORES = 4
export LEC_CHECK = 1
export CORE_UTILIZATION = 40
```
**flow/run.sh**
```bash
#!/bin/bash
# OpenROAD 26Q1-2900-gdf79404cd8, Yosys 0.63+post, stock flow scripts
make -C /OpenROAD-flow-scripts/flow DESIGN_CONFIG=/design/flow/config.mk WORK_HOME=/design/flow/orfs finish
```
**flow/design.v**
```verilog
`timescale 1ns/1ps
module acc_int_add(
  a,
  b,
  c
);
parameter BWOP = 32;  
input  [BWOP-1:0]                                   a;
input  [BWOP-1:0]                                   b;
output [BWOP-1:0]                                   c;
wire   [BWOP- 1:0]                           c_pre;
assign c_pre = a + b;
assign c = c_pre[BWOP-1:0];
endmodule
`timescale 1ns/1ps
module config_int_add_inMux_truncation(
 clk,
 rst,
 apx_ctl,  
 a,
 b,
 c
);
parameter DATA_PATH_BITWIDTH = 32;  
parameter HRDWIRED_BITWIDTH = 0;  
input clk;
input rst;
input [DATA_PATH_BITWIDTH-1:0] a;
input [DATA_PATH_BITWIDTH-1:0] b;
output [DATA_PATH_BITWIDTH-1:0] c;
input apx_ctl;
reg [DATA_PATH_BITWIDTH-1:0]  reg_c;
wire [DATA_PATH_BITWIDTH-1:0]  w_c;
wire [DATA_PATH_BITWIDTH-1:0] a_apx;
wire [DATA_PATH_BITWIDTH-1:0] b_apx;
reg [DATA_PATH_BITWIDTH-1:0]  reg_a;
reg [DATA_PATH_BITWIDTH-1:0]  reg_b;
assign a_apx = apx_ctl ? {reg_a[DATA_PATH_BITWIDTH-1: HRDWIRED_BITWIDTH], {{HRDWIRED_BITWIDTH}{1'b0}}} : reg_a;
assign b_apx = apx_ctl ? {reg_b[DATA_PATH_BITWIDTH-1: HRDWIRED_BITWIDTH], {{HRDWIRED_BITWIDTH}{1'b0}}} : reg_b;
acc_int_add #(DATA_PATH_BITWIDTH) u0_ac (a_apx, b_apx, w_c);
always @(posedge clk or negedge rst)
begin
  if (~rst)
  begin
    reg_a <= #0.3 0;
    reg_b <= #0.3 0;
  end
  else 
  begin
      reg_a <= #0.1 a;
      reg_b <= #0.1 b;
  end
end
always @(posedge clk or negedge rst)
begin
  if (~rst)
  begin
    reg_c <= #0.3 0;
  end
  else 
  begin
    reg_c <= w_c;
  end
end
assign c = reg_c;
endmodule
```
==> impl_metrics.yaml <==
# generated from flow reports
critical_path:
  crit_family: "buffers and inverters"
  start_kind: "flop"
  cpPeakStageDelay_ns: 0.49
  r2r_setup_slack_ns: 11.32
  cp_data_arrival_time_ns: 1.19
  cp_max_fo: 1
  cp_num_buf_inv: 1
  worstSetupPathType: "flop to primary output"
  worst_path_max_delay_cell: "clkdlybuf4s50_1"
  crit_chain: "clkdlybuf4s50_1"
  rr_startpoint: "reg_a[0]"
  cp-end-kind: "primary output"
  cp.required_ns: 11.28
  crit_start: "reg_c[13]"
global_route:
  grt_pass1_vias: 3070
  antenna_found_initial: 0
  grt_pass1_wl_microns: 14590
  grt.total_usage: 0.1656
  grt_overflow: 0
  grt_max_degree: 63
clocking:
  cts.sinks: 96
  post-cts-setup-buffers: 0
  cts_tree: "built"
  cts-resized-gates: 0
  hold_buffers: 0
  cts-buffers-inserted: 9
  clockBufferDepth: 2
  cts_root_buffer: "clkbuf_8"
  clk_pin_slew_worst_paths_ns: 0.08
  htree_levels: 3
  clkLatencyLatePin_ns: 0.36
routing:
  antenna_cells: 0
  wl_per_cell_microns: 13.94
  vias: 3171
  firstDrtPassIters: 4
  first_iter_violations: 102
  ant_nets: 0
  drc: 0
  avgViaCountPerCell: 5.173
  routed_wl_microns: 8545
synth:
  yosys_area_sq_um: 4448
  ff_type: "dfrtp_1"
  ys_cells: 371
  ys_types: 67
  postSynthCellCount: 371
  synth-edff-count: 0
  async_flop_share: 1.000
  synth_seq_share: 0.5401
  yosys_warnings: 1
  syn_area_sq_um: 4448
  syn_avg_cell_area_sq_um: 11.99
  ys.flops: 96
min_path:
  worstHoldStart: "reg_b[0]"
  hold_path.class: "flop to flop"
final_timing:
  tightest_slew_ns: 0.7388
  finClkSkew_ns: 0.01046
  layout_min_cycle_time_ns: 4.008
  rsz0062_at_grt: "no"
  finalCritPeriodShare: 0.2843
  maxSlewHeadroom: 0.5075
  finalMaxSlewViolations: 0
  setup_violations: 0
  setup_tns_ns: 0
  max_freq_ghz: 0.2495
  hold_viol: 0
finish:
  fin_area_sq_um: 5690
  drive_gt1_frac: 0.05920
  area_growth_pct: 27.93
  mostFrequentLayoutCells: "96 x clkdlybuf4s50_1, 96 x dfrtp_1, 31 x ha_1, 28 x a21oi_1"
  fin_cells: 613
floorplanning:
  rows: 38
  chip_area_sq_um: 11550
  initCoreUtil: 0.4103
  ios: 99
  die_h_microns: 107.5
  core_sq_um: 10840
  die_w_microns: 107.5
placement:
  dpl.cell_count: 599
  gp_congestion: 0.8541
  numPortBuffers: 97
  placed_cell_area_sq_um: 5514
  dp_hpwl_microns: 6497
pwr:
  power_density_nw_per_um2: 110.2
  ir_worst_vdd_mv: 0.06774
  leakagePower_nw: 2.463
  finalPower_w: 0.0006270
job:
  warnings: 26
  max_cap_violations: 0
status:
  outcome: "completed"
==> layout make-up <==
class                           instances  area (sq um)
Sequential cell                        96          2402
Inverter                               11         41.29
Timing Repair Buffer                   98         975.9
Fill cell                             970          5150
Multi-Input combinational cell        254          1919
Clock inverter                          3         45.04
Clock buffer                           11         131.4
Tap cell                              140         175.2
==> logic make-up (layout without fill, tap and decap cells) <==
group,after synthesis,after routing,share of synthesized area
multiplexers,5,5,0.01153
adder cells (fa/ha/maj),32,32,0.09170
buffers and inverters,21,123,0.02841
AND/OR/NAND/NOR,87,87,0.1063
flip-flops,96,96,0.5401
XOR/XNOR,23,23,0.04529
AND-OR/OR-AND,107,107,0.1767
==> state kept, by name (all words and copies together) (netlist names) <==
name,cells
reg_c,32
reg_b,32
reg_a,32
==> layer usage <==
| metal | share of wire | up-vias | GRT usage |
|---|---|---|---|
| li1 | - | 1555 | - |
| met1 | 0.46 | 1526 | 0.2528 |
| met2 | 0.48 | 80 | 0.2668 |
| met3 | 0.051 | 10 | 0.02716 |
| met4 | 0.015 | 0 | 0.01859 |
| met5 | 0 | - | 0 |
==> synth_stat cells, types with 4 or more instances <==
master     n  share of area
nand2b_1   4         0.0056
dfrtp_1   96           0.54
nor2_1    20          0.017
a211oi_1   6          0.010
inv_1     11         0.0093
nand3_1    8         0.0090
and4_1     5         0.0098
a21oi_1   28          0.032
o211ai_1   5         0.0084
xor2_1    10          0.020
ha_1      31          0.087
nand4_1    5         0.0070
xnor2_1   13          0.026
o21a_1     4         0.0068
nand2_1   20          0.017
nor3_1     4         0.0045
o21ai_0   11          0.012
mux2i_1    4         0.0090
a21o_1    14          0.024
clkbuf_1   5         0.0042
==> power by group <==
part / total [W] / switching [W] / leakage (nW) / internal, W
registers: 0.000312 / 0.00000840 / 1.12 / 0.000303
logic: 0.000149 / 0.0000637 / 1.26 / 0.0000856
clock network: 0.000166 / 0.0000859 / 0.0815 / 0.0000801
==> metrics by stage <==
stage               setup slack, ns    util  hold slack (ns)
CTS                           10.07  0.5249           0.4836
floorplan                     10.97       -           0.4430
finish                        10.09  0.5249           0.4792
detailed placement            10.15  0.5087           0.4638
global route                  10.03  0.5249           0.5003
global placement              10.17  0.5087           0.4475
==> worst paths after layout <==
check	endpoint	depth (start not counted)
max in group asynchronous	reg_c[22]	2
worst min register to register	reg_c[0]	1
worst max-delay path	c[13]	1
min in group asynchronous	reg_c[1]	1
worst max register to register	reg_c[26]	8
worst min-delay path	reg_c[0]	1
Power figures rest on the tool's default switching activity, not on a simulated workload.
