===== ./constraint.sdc =====
current_design config_int_add_clkGate

set clk_period 3.6
set clk_io_pct 0.2

create_clock -name clk0 -period $clk_period [get_ports {clk}]

set non_clock_inputs [all_inputs -no_clocks]
set_input_delay [expr $clk_period * $clk_io_pct] -clock clk0 $non_clock_inputs
set_output_delay [expr $clk_period * $clk_io_pct] -clock clk0 [all_outputs]

===== ./design.v =====
`timescale 1ns/1ps
module acc_int_add(
  a,
  b,
  c
);
parameter BWOP = 32;  
input  [BWOP-1:0]                                   a;
input  [BWOP-1:0]                                   b;
output [BWOP-1:0]                                   c;
wire   [BWOP- 1:0]                           c_pre;
assign c_pre = a + b;
assign c = c_pre[BWOP-1:0];
endmodule
`timescale 1ns/1ps
module config_int_add_clkGate(
 clk,
 rst,
 reg_en, 
 a,
 b,
 c
);
parameter DATA_PATH_BITWIDTH = 32;   
parameter CLKGATED_BITWIDTH = 16;  
input clk;
input rst;
input [DATA_PATH_BITWIDTH-1:0] a;
input [DATA_PATH_BITWIDTH-1:0] b;
output [DATA_PATH_BITWIDTH-1:0] c;
input reg_en;
reg [DATA_PATH_BITWIDTH-1:0]  reg_a;
reg [DATA_PATH_BITWIDTH-1:0]  reg_b;
reg [DATA_PATH_BITWIDTH-1:0]  reg_c;
reg reg_en_reg; 
reg rst_reg;
wire [DATA_PATH_BITWIDTH-1:0]  w_c;
acc_int_add #(DATA_PATH_BITWIDTH) u0_ac (reg_a, reg_b, w_c);  
always @(posedge clk or negedge rst)
begin
  if (~rst)
  begin
      reg_en_reg <= 0;
      rst_reg <= 0;
  end
  else if (rst)
  begin
      reg_en_reg <= reg_en; 
      rst_reg <= rst;
  end
end
always @(posedge clk or negedge rst_reg)
begin
  if (~rst_reg)
  begin
    reg_a[DATA_PATH_BITWIDTH -1: CLKGATED_BITWIDTH] <= #0.1 0;
    reg_b[DATA_PATH_BITWIDTH -1: CLKGATED_BITWIDTH] <= #0.1 0;
  end
  else 
  begin
    reg_a[DATA_PATH_BITWIDTH-1: CLKGATED_BITWIDTH] <= a[DATA_PATH_BITWIDTH-1:CLKGATED_BITWIDTH];
    reg_b[DATA_PATH_BITWIDTH-1: CLKGATED_BITWIDTH] <= b[DATA_PATH_BITWIDTH-1:CLKGATED_BITWIDTH];
  end
end
always @(posedge clk or negedge rst_reg)
begin
  if (~rst_reg)
  begin
    reg_a[CLKGATED_BITWIDTH-1:0] <= #0.1 0;
    reg_b[CLKGATED_BITWIDTH-1:0] <= #0.1 0;
  end
  else if (rst_reg && reg_en_reg)
  begin
    reg_a[CLKGATED_BITWIDTH-1:0] <= a[CLKGATED_BITWIDTH-1:0];
    reg_b[CLKGATED_BITWIDTH-1:0] <= b[CLKGATED_BITWIDTH-1:0];
  end
end
always @(posedge clk or negedge rst_reg)
begin
  if (~rst_reg)
  begin
    reg_c[DATA_PATH_BITWIDTH -1: CLKGATED_BITWIDTH] <= #0.1 0;
  end
  else 
  begin
    reg_c[DATA_PATH_BITWIDTH-1: CLKGATED_BITWIDTH] <= w_c[DATA_PATH_BITWIDTH-1:CLKGATED_BITWIDTH];
  end
end
always @(posedge clk or negedge rst_reg)
begin
  if (~rst_reg)
  begin
    reg_c[CLKGATED_BITWIDTH-1:0] <= #0.1 0;
  end
  else if (rst_reg && reg_en_reg)
  begin
    reg_c[CLKGATED_BITWIDTH-1:0] <= w_c[CLKGATED_BITWIDTH-1:0];
  end
end
assign c = reg_c;
endmodule

===== ./config.mk =====
export PLATFORM = sky130hd
export DESIGN_NAME = config_int_add_clkGate
export DESIGN_NICKNAME = config_int_add_clkGate
export VERILOG_FILES = /design/flow/design.v
export SDC_FILE = /design/flow/constraint.sdc
export NUM_CORES = 4
export LEC_CHECK = 1
export CORE_UTILIZATION = 50

===== ./run.sh =====
#!/bin/bash
# OpenROAD 26Q1-2900-gdf79404cd8, Yosys 0.63+post, stock flow scripts
make -C /OpenROAD-flow-scripts/flow DESIGN_CONFIG=/design/flow/config.mk WORK_HOME=/design/flow/orfs finish

==> flow_summary.ini <==
; synthesis and place-and-route metrics
[power]
p_leak_nw = 2.49
powerDensity_nw_per_um2 = 522
total_power_mw = 3.29
vdd_ir_drop_max_uv = 381

[critical_path]
worst-path-max-fanout = 4
cp.required_ps = 3890
r2r_slack_ps = 1140
setup.worst_path.start = reg_a[0]
startpoint_type = flop
cp-end-kind = flop
r2r-start = reg_a[0]
arrival_ps = 2760
critPathKind = flop to flop

[yosys]
yosysChipArea_sq_um = 5040
synth_async_sr_flop_share = 1.00
xor_share = 0.0434
synthFlopType = dfrtp_1
ys.warnings.count = 1
yosysTopAreaCell = dfrtp_1
aoi_share = 0.167
muxShareOfSynthArea = 0.0821
topCombFamilyByArea = AND-OR/OR-AND gates
adder_share = 0.0809
most_common_cell = dfrtp_1
avgSynthCellArea_sq_um = 10.8
edf_count = 0
yosysTopAreaCellShare = 0.486
syn_inst = 467
ys_seq_share = 0.486
synth.area.top_cells = dfrtp_1, mux2_2, ha_1, a21oi_1, nand2_1
ys_sh_simple = 0.118
netlist_area_sq_um = 5040
ys.flops = 98
synth_cell_types = 59
common_cells = dfrtp_1, nand2_1, a21oi_1, mux2_2, ha_1
yosysCellCount = 467

[cts]
post_cts_buffers = 0
cts_tree = built
cts_max_path_buffers = 2
postCtsResizedCells = 0
cts_max_level = 3
postCtsHoldBufs = 0
cts-root-buf = clkbuf_8
clock_sinks = 98
cts.clk_slew.worst_paths_ps = 80
cts_made_buffers = 9
clkLatencyLatePin_ps = 370

[route]
via_count = 3803
wl_per_cell_um = 15.3
drtAntennaViolNets = 0
diodes = 0
avgViaCountPerCell = 5.46
detail_route.iter0.violations = 103
drc = 0
dr.pass1.iters = 4
wl_um = 10700

[timing]
setup_tns_ps = 0
fmax_mhz = 406
slew-limit-headroom = 0.470
final.setup_skew_ps = 8.49
finalHoldWorstSlack_ps = 342
slew_violations = 0
finalHoldViolations = 0
worst_slew_pin_slew_ps = 793
min_period_ps = 2460
grt_setup_unrepaired = no
setup_ws_ps = 1140
setup_violations = 0
finalClockPeriodUsage = 0.684

[job]
warnings = 26
cap_viol_max_count = 0

[placed_design]
portBuffers = 98
post-place-ws_ps = 1190
gp_congestion = 0.982
hpwl_um = 8200
place_area_sq_um = 6130
dp_cells = 681

[global_route]
grt_max_degree = 51
antenna_found_initial = 0
grt_pass1_vias = 3735
grt.total_usage = 0.222
grt_pass1_wl_um = 17300
grt_overflow = 0

[outcome]
outcome = finished, final reports clean

[floorplan]
die_w_um = 102
die_area_sq_um = 10500
fp_util = 0.516
die.size.y_um = 102
row_count = 36
core_sq_um = 9770
ios = 99

[cells_and_area]
reg.largest.list = reg_a: 32 flops, reg_b: 32 flops, reg_c: 32 flops
finish.utilization = 0.646
layoutNonFillerInstCount = 697
drive_above_1_share = 0.135
area_growth_pct = 25.2
final_area_sq_um = 6310

[worst_hold_path]
hp-class = flop to async pin
## report_power, final
group          switching (mW)  internal, mW
clock                   0.355         0.307
sequential              0.108          1.31
combinational           0.550         0.658
total                    1.01          2.28
## cell families (layout without fill, tap and decap cells)
group           after synthesis  in the layout
xor+xnor                     25             25
mux                          37             37
fa+ha+maj                    32             32
flops                        98             98
buf+inv                      27            124
simple gates                122            122
compound gates              126            126
## final cells by class
cell class	instances	area [sq um]
timing repair buffer	100	996
inverter	8	30.0
tap	133	166
sequential	98	2460
multi-input combinational	342	2480
clock buffer	14	173
fill	763	3460
clock inverter	2	10.0
## metal layers
layer | routed length, um | vias up | share of wire | global-route usage
li1 | - | 1869 | - | -
met1 | 5020 | 1829 | 0.47 | 0.340
met2 | 4980 | 90 | 0.47 | 0.345
met3 | 510 | 15 | 0.048 | 0.0480
met4 | 167 | 0 | 0.016 | 0.0341
met5 | 0 | - | 0 | 0
## worst paths after layout
check,cells after the start,end
max,8,reg_c[22]
min,0,reg_a[14]
max reg2reg,8,reg_c[22]
min reg2reg,0,reg_a[14]
max in group asynchronous,1,reg_a[26]
min in group clk0,2,reg_c[2]
## layout by cell type (no fill, tap or decap), drive strengths merged, types with 7 or more instances in the layout
cell,instances
ha,31
a21oi,38
xor2,7
o21bai,7
nor2,28
inv,8
a31oi,7
clkdlybuf4s50,98
and2,7
nand3,7
xnor2,18
nor4,9
nand2,51
nand4,8
a21o,7
o21ai,37
mux2,35
dfrtp,98
clkbuf,14
## worst max-delay path: stages, from the launching register on
cell and delay (ps):
dfrtp_1 390, ha_1 250, fa_1 460, a211oi_2 310, o21ai_2 150, and2_2 220, a31oi_2 270, and2_1 220
xnor2_1 130
