### ./config.mk
export PLATFORM = sky130hd
export DESIGN_NAME = add_ff
export DESIGN_NICKNAME = add_ff
export VERILOG_FILES = /design/flow/design.v
export SDC_FILE = /design/flow/constraint.sdc
export NUM_CORES = 4
export LEC_CHECK = 1
export CORE_UTILIZATION = 30
### ./design.v
`timescale 1ns/1ps
module add_ff(
 clk,
 rst,
 a,
 b,
 c
);
parameter NAB = 0;
parameter BWOP = 32;
input clk;
input rst;
input [BWOP-1:0] a;
input [BWOP-1:0] b;
output [BWOP-1:0] c;
reg [BWOP-1:0]  reg_c;
wire [BWOP-1:0]  w_c;
    bta #(BWOP, NAB) u0_ac (a, b, w_c);
always @(posedge clk or negedge rst)
begin
  if (~rst)
  begin
    reg_c <= #1 0;
  end
  else 
  begin
    reg_c <= #1 w_c;
  end
end
assign c = reg_c;
endmodule
`timescale 1ns/1ps
module bta (
  a,
  b,
  c
);
parameter BWOP = 32;  
parameter NAB = 1;   
input  [BWOP-1:0]                                   a;
input  [BWOP-1:0]                                   b;
output [BWOP-1:0]                                   c;
wire   [BWOP-NAB-1:0]                               a_rc;
wire   [BWOP-NAB-1:0]                               b_rc;
wire   [BWOP- NAB :0]                           c_pre;
wire overflow;
rnd #(BWOP,  NAB) u0_rnd(
  .i_din                   (a),
  .o_dout                  (a_rc              )
);
rnd #(BWOP, NAB) u1_rnd(
  .i_din                   (b),
  .o_dout                  (b_rc              )
);
assign c_pre = a_rc + b_rc;
assign c = (NAB == 0) ? c_pre[BWOP-1: 0]: {c_pre[BWOP-NAB - 1:0], {{NAB}{1'b0}}};
endmodule
`timescale 1ns/1ps
module rnd (
  i_din,
  o_dout
);
parameter DW_IN = 10;
parameter DW_RND = 2;
parameter DW_OUT = DW_IN-DW_RND;
input  [DW_IN-1:0]           i_din;
output [DW_OUT-1:0]          o_dout;
reg    [DW_IN-1-DW_RND:0]    w_d_rnd;
always @(i_din) 
begin
  if (i_din[DW_RND-1])
    w_d_rnd = i_din[DW_IN-1:DW_RND] + 1;
  else 
    w_d_rnd = i_din[DW_IN-1:DW_RND];
end
assign o_dout = w_d_rnd[DW_OUT-1:0];
endmodule
### ./constraint.sdc
current_design add_ff

set clk_period 1.0
set clk_io_pct 0.2

create_clock -name clk0 -period $clk_period [get_ports {clk}]

set non_clock_inputs [all_inputs -no_clocks]
set_input_delay [expr $clk_period * $clk_io_pct] -clock clk0 $non_clock_inputs
set_output_delay [expr $clk_period * $clk_io_pct] -clock clk0 [all_outputs]
### ./run.sh
#!/bin/bash
# OpenROAD 26Q1-2900-gdf79404cd8, Yosys 0.63+post, stock flow scripts
make -C /OpenROAD-flow-scripts/flow DESIGN_CONFIG=/design/flow/config.mk WORK_HOME=/design/flow/orfs finish
==> notes.md <==
Physical implementation

The flow ran to the end, but the final reports show violations. The checks that failed: setup timing. The clock-pin slew on the worst setup and hold paths is 80 ps. Entering global routing, the biggest net connects 33 pins. After synthesis, the design contains 285 cells according to Yosys. The final design area excluding fillers is 0.00502 mm^2.

The total grt overflow is 0. The setup TNS after final layout is -17590 ps. The post-synthesis cell type with the largest instance count is a21oi_1. For this block, wires on met1 add up to 3.74 mm. Detailed-route iteration 0 reported a violation count of 41. TritonRoute reported its final design rule violation total as 0. The fraction of post-synthesis cell area in the top cell type by area is 30.7%. STA classifies the critical path startpoint as a primary input.

The arrival time reported for the critical path endpoint is 2080 ps. The area of the core is 0.00830 mm^2. The total of fill cells in the finished design is 682. The final max-slew violation count is 0. In the detailed route, the total length drawn on met3 is 274 um. For reference, the post-synthesis area per instance comes to 9.14 um^2. The weighted congestion reported at the end of routability-driven placement is 0.891. After synthesis, the netlist uses 52 different library cells. Warnings raised by the tools during the run amount to 28.

The clock drives 32 sinks. The synthesized area is 0.00261 mm^2. Cells with a size suffix above 1 make up 57.1% of the layout. The count of maximum capacitance violations is 0. The first global-routing pass estimated 13.4 mm of wire. Yosys attributes the largest share of cell area to dfrtp_1 (31%), ha_1 (15%), xnor2_1 (7.4%).

The routed via count divided by cell count is 4.89. In this run the vertical extent of the chip is 95.2 um. The depth of the worst hold-timing path is 2. The total setup violations reported at the end of the flow is 29. The total length of routed met2 wires is 4.01 mm. The post-synthesis cell type with the largest combined area is dfrtp_1. The final worst-path setup slack is -900 ps.

The completed layout was analyzed and its total power is 5.77 mW. Setup repair after global routing could not meet its margin everywhere. The origin of the worst min-delay path is a[0]. Clock tree synthesis selected as its root buffer the cell clkbuf_8.

The end of the worst hold path is reg_c[0]. Synthesis produced a netlist whose cell count is 285. The total vias in the final route is 2907. Data on the critical path is required at its endpoint by 1180 ps. The hold-fix buffer count after cts is 0.

Pin placement for this block handled 98 I/O pins. Per the timing report, the biggest fanout along the worst path comes to 2. The fraction of registers with async set/reset is 100%. The measured slew at the worst slew-check pin is 360 ps. After detailed routing, the total wire length is 8.10 mm. The final hold violation count recorded for this run is 0. The H-tree depth is 2. The Yosys step of the flow raised 3 warnings. The highest signal layer in the routed design is met4. The number of CTS-inserted buffers is 5. The power density relative to cell area is 1150 mW/mm^2. The power report puts the leakage power at 2.23 nW. TritonCTS built the clock tree. The minimum clock period is 1900 ps. The register with the most flip-flops in the final layout is reg_c.

The nature of the critical path endpoint is a register. Of the synthesized area, sequential elements account for 30.7%. The tightest min-delay check is of the in2reg type. Once detail routing completed, the nets flagged for antenna violations numbered 0.

The critical path is of the in2reg type. The number of flip-flops under the largest register name is 32. The global-route usage over all layers is 18.9%. The number of global-route vias before repair is 2930. The clock passes through at most 2 buffers.

Measured along the x axis, the die boundary spans 95.2 um. The dominant register cell is dfrtp_1. The worst path uses 190% of the clock period.

The share of the core area taken by cells at floorplan is 31.4%. IR analysis of the VDD net gives a maximum drop of 0.000563 V. For this run, the detailed router's first-pass iteration total came to 4. The area of the die is 0.00906 mm^2. The half-perimeter wire length after detailed placement is 6.14 mm.

The post-placement cell area is 0.00456 mm^2. The number of synthesized register bits is 32. Based on the critical path, the design can be clocked at up to 526 MHz.

Per the detail_route report, inserted antenna diodes total 0. The area growth from synthesis to layout is 92.7%. Counting flops with a built-in enable in the synthesized netlist gives 0. According to the floorplan log, the row count is 33. Ranked by instance count, the synthesized netlist is headed by a21oi_1 (34), dfrtp_1 (32), ha_1 (31), nand2_1 (23), xnor2_1 (22).

The number of antenna violations at the first check in global routing is 0. The synthesized netlist has a Yosys-reported chip area of 0.00261 mm^2. The registers reported with the highest flop counts are reg_c: 32 flops. Across all checked pins, the minimum headroom to the slew limit is 75.9%.

Dividing the detail-routed wire length by the instance count gives 13.6 um. The count of input and output buffers is 97.
-- cells in the final DEF, fill, tap and decap left out, drive strengths merged, types with 2 or more instances in the layout --
cell type,Yosys,final
a21boi,2,2
inv,6,7
nand2b,2,2
o41ai,2,2
dlygate4sd2,0,6
and2,3,3
a211oi,3,3
xor2,7,7
buf,3,172
dfrtp,32,32
a2111oi,2,2
clkdlybuf4s15,0,5
or3,2,2
ha,31,31
and3,2,2
o21bai,3,3
o2111a,2,2
a21o,8,8
nor2,17,17
o311a,2,2
o31ai,2,2
nand4,3,3
a41oi,2,2
xnor2,22,22
o21ai,21,21
nand2,23,23
o211ai,9,9
nand3,5,5
nor3,6,6
clkbuf,7,11
o21a,5,5
a21oi,38,38
clkdlybuf4s50,0,17
-- stage by stage --
stage / std cells / hold slack (ps) / util, % / worst slack [ps]
6_report: 594 / 124 / 60.5 / -900
5_1_grt: 594 / 109 / 60.5 / -977
4_1_cts: 593 / 115 / 60.3 / -946
3_5_place_dp: 563 / 591 / 54.9 / -1610
2_1_floorplan: 285 / -95.6 / - / -940
3_3_place_gp: 563 / 587 / 54.9 / -1550
-- what timing repair did --
action,4_1_cts,5_1_grt
endpoints found under the setup margin,63,42
pin swaps,62,17
resized,332,25
buffers inserted,23,4
-- power breakdown --
part	leakage, nW	internal [mW]	switching, mW	total (mW)
Clock	0.0548	0.750	0.516	1.27
Sequential	0.373	1.57	0.0621	1.63
Combinational	1.81	1.65	1.22	2.87
-- worst max-delay path: stages --
cell,delay (ps)
buf_6,100
ha_4,150
fa_2,350
a21oi_2,170
o211ai_1,140
a211oi_2,280
o21ai_2,110
a2111oi_2,360
nor2_1,90
xnor2_1,130
-- per-layer routing --
layer	global-route usage, %	vias to the layer above
met5	0	-
met4	1.39	0
met1	27.1	1381
met2	32.9	58
li1	-	1463
met3	1.62	5
-- cells by family (layout without fill, tap and decap cells) --
kind of cell	count (synthesis)	after routing	synth area share (%)
AOI/OAI and AO/OA	109	109	29.5
xor gates and xnor gates	29	29	9.75
adders and majority gates	32	32	15.7
buffers and inverters	16	220	2.40
DFF	32	32	30.7
and+or+nand+nor	67	67	12.0
-- area by class of cell --
type | instances | area [um^2] | share of cell area [%]
Timing Repair Buffer | 206 | 1550 | 30.9
Multi-Input combinational cell | 237 | 2400 | 47.8
Tap cell | 105 | 131 | 2.62
Sequential cell | 32 | 801 | 15.9
Clock inverter | 3 | 46.3 | 0.922
Clock buffer | 5 | 68.8 | 1.37
Inverter | 6 | 22.5 | 0.448
-- how the worst max path moves through the flow --
stage                 startpoint         to  slack, ps
after CTS                   b[0]  reg_c[26]       -950
final                       b[0]  reg_c[26]       -900
after global routing        b[0]  reg_c[26]       -980
No activity file was given, so power comes from the tool's default toggle rates.
